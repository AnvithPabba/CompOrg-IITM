## flow/constraint.sdc

```tcl
current_design cpu

set clk_period 73.2
set clk_io_pct 0.2

create_clock -name clk0 -period $clk_period [get_ports {clk}]

set non_clock_inputs [all_inputs -no_clocks]
set_input_delay [expr $clk_period * $clk_io_pct] -clock clk0 $non_clock_inputs
set_output_delay [expr $clk_period * $clk_io_pct] -clock clk0 [all_outputs]
```

## flow/design.v

```verilog
module alu(
    input [31:0] input1,
    input [31:0] input2,
    input [3:0] alucon,
    output reg zero_,
    output reg [31:0] out
    );
    always @ (*) begin
        case (alucon)
            4'b0000 : out <= input1 + input2;  
            4'b1000 : out <= input1 - input2;  
            4'b0001 : out <= input1 << input2;  
            4'b0101 : out <= input1 >> input2;  
            4'b0010 : out <= $signed(input1) < $signed(input2);  
            4'b0011 : out <= input1 < input2;  
            4'b0100 : out <= input1 ^ input2;  
            4'b0110 : out <= input1 | input2;  
            4'b0111 : out <= input1 & input2;  
            4'b1101 : out <= $signed(input1) >>> input2;  
            default : out <= 32'b0;
        endcase
        if(out == 0) begin
            zero_ <= 1'b1;                
        end else begin
            zero_ <= 1'b0;
        end
    end 
endmodule
module alucontrol(
    input [1:0] aluop,
    input [6:0] funct7,
    input [2:0] funct3,
    input [31:0] idata,
    output reg [3:0] alucon
    );
    always @ (*) begin
        alucon <= 4'b1010;  
        if (aluop == 2'b00) begin  
            alucon <= 4'b0000;  
        end
        if (aluop == 2'b01) begin  
            case (funct3)
            3'b000: alucon<=4'b1000;  
            3'b001: alucon<=4'b1000;
            3'b100: alucon<=4'b0010;  
            3'b101: alucon<=4'b0010;
            3'b110: alucon<=4'b0011;  
            3'b111: alucon<=4'b0011;
            endcase   
        end
        if (aluop == 2'b10) begin  
            if (idata[6:0] == 7'b0010011 && (funct3 != 3'b001) && (funct3 != 3'b101) ) begin
                alucon[2:0] <= funct3[2:0];
                alucon[3] <= idata[5];
            end
            else begin
                alucon[2:0] <= funct3[2:0];
                alucon[3] <= funct7[5];
            end
        end
    end
endmodule
module control(
    input [31:0] idata,  
    output reg [1:0] aluop,  
    output reg regwrite,  
    output reg [1:0] alusrc,  
    output reg memtoreg, 
    output reg branch, 
    output reg jump 
    );
    always @ (*) begin
        memtoreg <= (idata[6:0] == 7'b0000011);  
        case(idata[6:0])
            7'b1100011: aluop <= 2'b01;  
            7'b0010011: aluop <= 2'b10;  
            7'b0110011: aluop <= 2'b10;  
            default: aluop <= 2'b00;
        endcase
        case(idata[6:0])
            7'b0010111: alusrc <= 2'b11;  
            7'b0100011: alusrc <= 2'b01;  
            7'b0000011: alusrc <= 2'b01;
            7'b0010011: alusrc <= 2'b01;
            7'b0110111: alusrc <= 2'b01;  
            default: alusrc <= 2'b00;
        endcase
        case(idata[6:0])
            7'b0110011: regwrite<= 1'b1;
            7'b0000011: regwrite<= 1'b1;
            7'b0010011: regwrite<= 1'b1;
            7'b1101111: regwrite<= 1'b1;
            7'b1100111: regwrite<= 1'b1;
            7'b0010111: regwrite<= 1'b1;
            7'b0110111: regwrite<= 1'b1;
            default: regwrite<= 1'b0;
        endcase
        case(idata[6:0])
            7'b1100011: branch<= 1'b1;
            default: branch<= 1'b0;
        endcase
        case(idata[6:0])
            7'b1100111: jump<= 1'b1;
            7'b1101111: jump<= 1'b1;
            default: jump<= 1'b0;
        endcase
    end
endmodule
module cpu (
    input clk,  
    input reset,  
    output [31:0] iaddr,  
    input [31:0] idata,  
    output [31:0] daddr,  
    input [31:0] drdata,  
    output [31:0] dwdata,  
    output [3:0] dwe  
);
    reg [31:0] iaddr;
    reg [31:0] dwdata;
    reg [3:0]  dwe;
    wire [1:0] alusrc;
    wire [1:0] aluop;
    wire memtoreg;
    wire branch;
    wire jump;
    wire regwrite;
    wire [3:0] alucon;    
    wire [31:0] immgen;
    wire zero;
    wire [31:0] aluout;
    reg [31:0] drdataload;
    wire [31:0] rv1;
    wire [31:0] rv2;
    wire [31:0] rv1_r;
    wire [31:0] PC_branch;
    assign PC_branch = iaddr + immgen;
    wire [31:0] JALR_pc;
    assign JALR_pc = immgen+rv1_r;
    always @(posedge clk) begin
        if (reset) begin
            iaddr <= 0;  
        end else begin 
            iaddr <= iaddr + 4;  
            if(branch) begin
                if( (idata[14:12] == 3'b000 ||idata[14:12] == 3'b101 ||idata[14:12] == 3'b111) && (zero==1'b1) ) begin  
                    iaddr <= PC_branch;
                end
                if( (idata[14:12] == 3'b001 ||idata[14:12] == 3'b100 ||idata[14:12] == 3'b110) && (zero==1'b0) ) begin  
                    iaddr <= PC_branch;
                end           
            end
            if(jump) begin
                if( idata[6:0]== 7'b1100111 ) begin  
                    iaddr <= {JALR_pc[31:1], 1'b0};
                end
                if( idata[6:0]== 7'b1101111 ) begin  
                    iaddr <= PC_branch;
                end           
            end
        end
    end
    control CONTROL(
        .idata(idata),
        .alusrc(alusrc),
        .aluop(aluop),
        .memtoreg(memtoreg),
        .branch(branch),
        .jump(jump),
        .regwrite(regwrite)
    );
    alucontrol ALUCONTROL(
        .aluop(aluop),
        .funct7(idata[31:25]),
        .funct3(idata[14:12]),
        .idata(idata),
        .alucon(alucon)
    );
    immgen IMMGEN(
        .idata(idata),
        .imm(immgen)
    );
    assign rv1 = ((idata[6:0] == 7'b1101111) || (idata[6:0] == 7'b1100111)) ? iaddr+4 : (alusrc[1]) ? iaddr : rv1_r; 
    alu ALU(
        .input1(rv1), 
        .input2((alusrc[0]) ? immgen : rv2), 
        .alucon(alucon),
        .zero_(zero),
        .out(aluout)   
    ); 
    registers REGISTERS(
        .rs1( ((idata[6:0] == 7'b1101111) || (idata[6:0] == 7'b0010111) || (idata[6:0] == 7'b0110111)) ? 5'b0 : idata[19:15]),  
        .rs2( ((idata[6:0] == 7'b1101111) || (idata[6:0] == 7'b0010111) || (idata[6:0] == 7'b0110111)  || (idata[6:0] == 7'b1100111)) ? 5'b0 : idata[24:20]),  
        .rd( (idata[6:0] == 7'b1100011) ? 5'b0 : idata[11:7]),  
        .wdata((memtoreg) ? drdataload : aluout),  
        .regwrite(regwrite),
        .clk(clk),
        .rv1(rv1_r),
        .rv2(rv2)
    );
    assign daddr= aluout;
    always @(idata,daddr) begin
        if (idata[6:0] == 7'b0000011) begin  
            case(idata[14:12]) 
                3'b000: begin  
                    case(daddr[1:0])
                        2'b00: 
                            drdataload <= $signed(drdata[7:0]);
                        2'b01: 
                            drdataload <= $signed(drdata[15:8]);
                        2'b10: 
                            drdataload <= $signed(drdata[23:16]);
                        2'b11: 
                            drdataload <= $signed(drdata[31:24]);
                        default: 
                            drdataload <= 32'b0;
                    endcase
                end
                3'b001: begin  
                    case(daddr[1:0])
                        2'b00: 
                            drdataload <= $signed(drdata[15:0]);
                        2'b10: 
                            drdataload <= $signed(drdata[31:16]);
                        default: 
                            drdataload <= 32'b0;
                    endcase
                end
                3'b010: 
                    drdataload <= drdata;  
                3'b100: begin  
                    case(daddr[1:0])
                        2'b00: 
                            drdataload <= drdata[7:0];
                        2'b01: 
                            drdataload <= drdata[15:8];
                        2'b10: 
                            drdataload <= drdata[23:16];
                        2'b11: 
                            drdataload <= drdata[31:24];
                        default: 
                            drdataload <= 32'b0;
                    endcase
                end
                3'b101: begin  
                    case(daddr[1:0])
                        2'b00: 
                            drdataload <= drdata[15:0];
                        2'b10: 
                            drdataload <= drdata[31:16];
                        default: 
                            drdataload <= 32'b0;
                    endcase
                end
                default: 
                    drdataload <= 32'b0;
            endcase
        end
        else drdataload <= 32'b0;
        if (idata[6:0] == 7'b0100011) begin  
            dwdata <= (rv2 << daddr[1:0] *8);
            case(idata[14:12])
                3'b000: begin  
                    case(daddr[1:0])
                        2'b00: 
                            dwe <= 4'b0001;
                        2'b01: 
                            dwe <= 4'b0010;
                        2'b10: 
                            dwe <= 4'b0100;
                        2'b11: 
                            dwe <= 4'b1000;
                        default: 
                            dwe <= 4'b0000;
                    endcase
                end
                3'b001: begin  
                    case(daddr[1:0])
                        2'b00: 
                            dwe <= 4'b0011;
                        2'b10: 
                            dwe <= 4'b1100;
                        default: 
                            dwe <= 4'b0000;
                    endcase
                end
                3'b010: begin  
                    case(daddr[1:0])
                        2'b00: 
                            dwe <= 4'b1111;
                        default: 
                            dwe <= 4'b0000;
                    endcase
                end
                default: 
                    dwe <= 4'b0000;
            endcase
        end
        else 
            dwe <= 4'b0000;
            dwdata <= rv2;
    end
endmodule
module immgen(
    input [31:0] idata,
    output reg [31:0] imm
    );
    always @ (*) begin
        case (idata[6:0])
            7'b0110111,  
            7'b0010111:  
                imm <= {idata[31:12], 12'd0};
            7'b1101111:  
                imm <= {{12{idata[31]}}, idata[19:12], idata[20], idata[30:21], 1'b0};
            7'b1100011:  
                imm <= {{20{idata[31]}}, idata[7], idata[30:25], idata[11:8], 1'b0};  
            7'b0100011:  
                imm <= {{20{idata[31]}}, idata[31:25], idata[11:7]};
            7'b1100111:  
                imm <= {{20{idata[31]}},idata[31:20]};
            7'b0000011:  
                case (idata[14:12])
                    3'b000,  
                    3'b001,
                    3'b010,
                    3'b100,
                    3'b101:
                        imm <= {{20{idata[31]}},idata[31:20]};
                    default:
                        imm <= 32'b0;
                endcase
            7'b0010011:  
                case (idata[14:12])
                    3'b000,  
                    3'b010,
                    3'b011,
                    3'b100,
                    3'b110,
                    3'b111:
                        imm <= {{20{idata[31]}},idata[31:20]};
                    3'b001,  
                    3'b101:
                        imm <= {{27{1'b0}},idata[24:20]};
                    default:
                        imm <= 32'b0;
                endcase
            default:  
                imm <= 32'b0;
        endcase
    end
endmodule
module registers(
    input [4:0] rs1,
    input [4:0] rs2,
    input [4:0] rd,
    input [31:0] wdata,
    input regwrite,
    input clk,
    output [31:0] rv1,
    output [31:0] rv2
    );
    reg [31:0] register[31:0];
    integer i;
    initial begin
        for (i=0;i<32;i=i+1)
            register[i] = 32'b0;
    end
    always @ (posedge clk) begin
        if (regwrite == 1'b1) begin
            if (rd != 5'b0) begin  
                register[rd] <= wdata;
            end
        end
    end
    assign rv1 = register[rs1];
    assign rv2 = register[rs2];
endmodule
```

## flow/run.sh

```bash
#!/bin/bash
# OpenROAD 26Q1-2900-gdf79404cd8, Yosys 0.63+post, stock flow scripts
make -C /OpenROAD-flow-scripts/flow DESIGN_CONFIG=/design/flow/config.mk WORK_HOME=/design/flow/orfs finish
```

## flow/config.mk

```make
export PLATFORM = sky130hd
export DESIGN_NAME = cpu
export DESIGN_NICKNAME = cpu
export VERILOG_FILES = /design/flow/design.v
export SDC_FILE = /design/flow/constraint.sdc
export NUM_CORES = 4
export LEC_CHECK = 1
export CORE_UTILIZATION = 40
```

==> GITHUB_STEP_SUMMARY <==
## Implementation flow summary

| Metric | Value |
|---|---|
| GR Overflow Total | `0` |
| Core area | `168,000 um^2` |
| Hold Path Class | `reg2reg` |
| Endpoints failing setup | `0` |
| Antenna violations before repair | `28` |
| Yosys warns | `6` |
| Fin. Hold Viols | `0` |
| Die area | `171,000 um^2` |
| Worst Hold Slack | `0.727 ns` |
| CP required | `58.56 ns` |
| Filler instances | `15,100` |
| Layout area overhead | `13.6%` |
| Placed cell area | `73,400 um^2` |
| CP peak stage delay | `0.92 ns` |
| Clk buf depth | `3` |
| Die W | `414 um` |
| R2R Setup Slk | `63.06 ns` |
| Slew Limit Fails | `0` |
| TNS Setup | `0 ns` |
| Worst R2R Start | `REGISTERS.register[27][1]$_DFFE_PP_` |
| Clock sink total | `1,056` |
| FMAX | `25.1 MHz` |
| Worst IR Drop VDD | `0.0000289 V` |
| Pre-Place Util | `40.4%` |
| Io pins | `166` |
| CP arrival | `25.26 ns` |
| Synth Register Bits | `1,056` |
| Register area | `31,400 um^2` |
| FF-to-FF path depth | `27` |
| Slew headroom | `12.0%` |
| Gr usage total | `42.7%` |
| Max FO, Critical Path | `41` |
| Ys cells | `6,077` |
| Leak | `27.1 nW` |
| Vias in the first global route | `59,200` |
| Flip-flops with a built-in enable | `1,024` |
| CTS tree | `yes` |
| Sequential area share after synthesis | `46.3%` |
| Post-synth top area share | `45.3%` |
| PwrDens | `25.3 nW/um^2` |
| Reg clk slew, reported paths | `0.07 ns` |
| Logic area | `34,300 um^2` |
| # hold bufs at CTS | `0` |
| DRC viols | `0` |
| Critical Path Sink | `daddr[29]` |
| Routed WL | `345,000 um` |
| Top cells by area | `edfxtp_1 (45%), mux4_2 (8.3%), mux2i_1 (5.6%)` |
| Drt wl/cell | `40.3 um` |
| CTS resizes | `0` |
| Tmin final | `39.90 ns` |
| Dominant flop cell | `edfxtp_1` |
| Post-synth top area cell | `edfxtp_1` |
| Syn Inst Count | `6,077` |
| Log Warnings | `94` |
| RR Endpoint | `iaddr[10]$_SDFF_PP0_` |
| Final Cell Area | `77,100 um^2` |
| Final period utilization | `54.5%` |
| Clock latency (worst-skew pair) | `0.78 ns` |
| Cell row count | `150` |
| YS chip area | `67,900 um^2` |
| Vias/cell | `6.95` |
| Iter 0 DRT Violations | `6,078` |
| Post-synthesis cell type count | `113` |
| First-pass GRT wire length | `472,000 um` |
| Share of cells above drive strength 1 | `17.0%` |
| Async set-reset flop share out of synthesis | `0%` |
| Startpoint Class | `input port` |
| Buffers on Ports | `165` |
| Crit Path Class | `in2out` |
| RSZ-0062 raised after global routing | `false` |
| Num CTS Buffers | `112` |
| Routability cong. | `1.07` |
| Post-CTS Setup Inserts | `0` |
| Max Cap Viol | `0` |
| Mapped Area | `67,900 um^2` |
| Status | `finished, final reports clean` |
| Worst-margin pin slew | `1.32 ns` |
| Crit end category | `primary output` |
| CP max-delay cell | `a211oi_1` |
| Via count | `59,600` |
| Die height | `414 um` |
| Largest net degree at the start of global routing | `103` |
| Post-synthesis area per instance | `11.2 um^2` |
| Worst Setup SP | `idata[4]` |
| Drt first pass iters | `6` |
| Final ANT Viol Nets | `0` |
| H-tree depth | `3` |
| CTS Root Cell | `clkbuf_16` |
| Clk_skew | `0.102 ns` |
| Final HPWL DP | `239,000 um` |
-- critical path: cells and delay by family --
family,cells,cell delay [ns]
AOI/OAI and AO/OA,15,5.49
buffers and inverters,8,2.71
and+or+nand+nor,5,2.15
adders and majority gates,1,0.19
-- cell usage after synthesis, types with 27 or more instances --
master     count
a221o_1       34
mux4_2       249
and3_1        61
nand2_1      415
o21a_1        39
o211ai_1      84
a22oi_1       36
nand3_1      136
a21oi_1      365
buf_1         48
a31oi_1       86
buf_4         32
o221ai_1      79
o2111ai_1     32
o22ai_1      112
or3_1         34
inv_1        151
nor2_1       477
nand2b_1      62
mux2i_1      377
dfxtp_1       32
o31ai_1       53
a211oi_1      92
buf_2        156
edfxtp_1    1024
o21ai_0      283
mux2_2       145
nand4_1       55
clkbuf_1     236
nor3_1       154
nor4_1        39
a2bb2oi_1     27
xnor2_1       61
a221oi_1      81
and2_1        28
a21o_1        46
ha_1         159
nor2b_1       29
-- how the worst min path moves through the flow --
stage,start,endpoint,slack [ns],cells after the start
5_1_grt,iaddr[0]$_SDFF_PP0_,iaddr[0]$_SDFF_PP0_,0.77,2
6_report,iaddr[31]$_SDFF_PP0_,iaddr[31]$_SDFF_PP0_,0.73,3
4_1_cts,iaddr[31]$_SDFF_PP0_,iaddr[31]$_SDFF_PP0_,0.72,3
-- cells in the final DEF (no fill, tap or decap), types with 55 or more instances in the layout --
cell,netlist,final
o22ai_1,112,112
ha_1,159,159
o221ai_1,79,79
a221oi_1,81,81
nand3_1,136,135
xnor2_1,61,61
nor3_1,154,150
a21oi_1,365,340
inv_1,151,148
mux2_2,145,145
nand2b_1,62,59
buf_4,32,348
edfxtp_1,1024,1024
nand2_1,415,412
and3_1,61,61
mux4_2,249,249
o21ai_0,283,274
nor2_1,477,437
a211oi_1,92,91
a31oi_1,86,86
o211ai_1,84,84
clkbuf_16,0,113
nand4_1,55,55
clkdlybuf4s50_1,0,158
mux2i_1,377,377
-- sequential cells by signal, indices dropped and copies added, names as in the netlist --
register,cells
REGISTERS.register,1024
iaddr,32
-- layout make-up --
class                      instances  area share, %
multi-input combinational       4406           44.5
sequential                      1056           40.7
timing repair buffer             516           5.65
clock buffer                     147           3.85
tap                             2204           3.58
clock inverter                    60          0.834
inverter                         162          0.800
antenna                           20         0.0649
-- power by group --
| group | internal (W) | switching [W] | leakage [nW] | total [W] |
|---|---|---|---|---|
| logic | 0.000178 | 0.000434 | 16.0 | 0.000612 |
| clock network | 0.000317 | 0.000252 | 1.72 | 0.000570 |
| registers | 0.000756 | 0.00000904 | 9.47 | 0.000765 |
| total | 0.00125 | 0.000695 | 27.1 | 0.00195 |
-- cells by family (layout without fill, tap and decap cells) --
family,Yosys count,count (layout),synth area share [%]
AND-OR/OR-AND,1758,1758,17.9
AND/OR/NAND/NOR,1596,1596,11.2
flip-flops,1056,1056,46.3
multiplexers,772,772,16.3
buffers and inverters,646,885,4.19
adder cells (fa/ha/maj),163,163,3.05
XOR/XNOR,85,85,1.10
other,1,52,0.00553
-- stage by stage --
step	util [%]	cells	setup WS, ns	power, W
2_1_floorplan	-	6108	37.33	0.00107
3_3_place_gp	43.8	8344	33.96	0.00137
3_5_place_dp	43.8	8344	33.87	0.00137
4_1_cts	45.9	8551	33.84	0.00193
5_1_grt	45.9	8558	33.09	0.00199
6_report	45.9	8571	33.30	0.00195
-- metal layers --
metal / track usage (%) / part of all wire [%] / up-vias / wire length, um
met5: 9.24 / 0.58 / - / 1990
met4: 28.4 / 8.9 / 68 / 30800
met3: 28.0 / 17 / 1319 / 57200
met2: 58.3 / 42 / 4984 / 146000
met1: 48.2 / 32 / 28700 / 110000
li1: - / - / 24500 / -
Power figures rest on the tool's default switching activity, not on a simulated workload.
